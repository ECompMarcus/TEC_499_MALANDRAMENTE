--- flow/design.v ---
module ALU( operand1,operand2, ALUop, ALU_Out, overFlow, compare);
input [31:0] operand1, operand2;
input [4:0] ALUop;
output reg [31:0] ALU_Out;
output reg compare, overFlow;
reg [31:0]result;
always@(*) begin
	case(ALUop)
		5'd13: 	ALU_Out = $signed(operand1) + $signed(operand2);                          
		5'd0: 	ALU_Out = operand1 + operand2;
		5'd12: 	ALU_Out = operand1 - operand2;
		5'd1: 	ALU_Out = operand1 + operand2;
		5'd4:	ALU_Out = operand1 & operand2;
		5'd5:   	ALU_Out = operand1 | operand2;
		5'd11: 	ALU_Out = ~operand1 & ~operand2;  
		5'd6:	ALU_Out = operand1 ^ operand2;
		5'd2: 	 
					begin
						ALU_Out = 32'b0;
						compare = ($signed(operand1) < $signed(operand2))?1'b1:1'b0;
					end
		5'd3:  
					begin
						ALU_Out = 32'b0;
						compare = operand1<operand2?1'b1:1'b0;
					end
		5'd8:	ALU_Out = operand2 << operand1;
		5'd9:	ALU_Out = operand2 >> operand1;
		5'd10:	ALU_Out = $signed(operand2) >>> $signed(operand1);
		5'd7: 	ALU_Out = {operand2[15:0], 16'b0};
		5'd15: 
					begin
						ALU_Out = 32'b0;
						compare = (operand1 - operand2)==0?1'b1:1'b0;
					end
		5'd16: 
					begin
						ALU_Out = 32'b0;
						compare = (operand1 - operand2)==0?1'b0:1'b1;
					end
		5'd17: 
					begin
						ALU_Out = 32'b0;
						compare = operand1 <= 0?1'b1:1'b0;
					end
		5'd18: 
					begin
						ALU_Out = 32'b0;
						compare = operand1 > 0?1'b1:1'b0;
					end
		5'd19: 
					begin
						ALU_Out = 32'b0;
						compare = operand1 < 0?1'b1:1'b0;
					end
		5'd20: 
					begin
						ALU_Out = 32'b0;
						compare = operand1 >= 0?1'b1:1'b0;
					end			
		5'd21: 
					begin
						integer i;
						result = 32'b0;
						for (i=0 ;i<32; i = i+1)
							begin 
								if (operand1[i] ^ 1 ) 
								result = result + 32'b1;																						
							end
						ALU_Out <= result; 						
					end			
		5'd22: 
					begin
						integer i;
						result = 32'b0;
						for (i=0 ;i<32; i = i+1)
							begin 
								if (operand1[i] & 1 ) 
								result = result + 32'b1;																						
							end
						ALU_Out <= result; 						
					end			
		default:  
		begin
		ALU_Out = 32'b0;		
		end
	endcase
end
endmodule
--- flow/run.sh ---
#!/bin/bash
# OpenROAD 26Q1-2900-gdf79404cd8, Yosys 0.63+post, stock flow scripts
make -C /OpenROAD-flow-scripts/flow DESIGN_CONFIG=/design/flow/config.mk WORK_HOME=/design/flow/orfs finish
--- flow/config.mk ---
export PLATFORM = sky130hd
export DESIGN_NAME = ALU
export DESIGN_NICKNAME = ALU
export VERILOG_FILES = /design/flow/design.v
export SDC_FILE = /design/flow/constraint.sdc
export NUM_CORES = 4
export LEC_CHECK = 1
export CORE_UTILIZATION = 30
--- flow/constraint.sdc ---
current_design ALU

set clk_period 21.9
set clk_io_pct 0.2

create_clock -name clk0 -period $clk_period

set non_clock_inputs [all_inputs -no_clocks]
set_input_delay [expr $clk_period * $clk_io_pct] -clock clk0 $non_clock_inputs
set_output_delay [expr $clk_period * $clk_io_pct] -clock clk0 [all_outputs]
==> results.toml <==
# generated from flow reports
[hold_path]
whs_path_depth = 4
hold_class = "primary input to output pin"

[final_layout]
areaGrowthSynthToFinish_pct = 30.0
layout-drive-gt1-share_pct = 22.1
fill_cells = 6092
fin_cells = 3831
largest_reg_flops = 1

[final_timing]
slew_headroom_pct = 30.5
fin_crit_ns = 25.13
slew_viol_final = 0
hold_viol_final = 0
rsz0062_at_grt = "true"
setup_violations = 8
fmax_mhz = 39.8
untimed_endpoints = 2
period_used_pct = 115
fin_ws_ns = -3.23
tightest_slew_ns = 1.02
unclocked_regs = 1

[synthesis]
yosys.area.top_type_share_pct = 10.9
largest_area_cell = "ha_1"
synthesis.area_um2 = 17900
yosys_warnings = 2
edf_count = 0
ys_area_um2 = 17900
top_cells_by_area = "ha_1 (11%), xnor2_1 (7.6%), nand2_1 (5.8%)"
async_reset_ff_share_pct = 0
synth_cells = 2703
synth.distinct_cells = 110
avgSynthCellArea_um2 = 6.61
ff_type = "dlxtn_1"
synth-seq-cells = 1
ys_cells = 2703

[critical_path]
startpoint_type = "primary input"
cp_max_fo = 4
required_ns = 17.52
cpMaxStageDelayCell = "a221o_1"
critical_path_class = "primary input to output pin"
arrival_ns = 20.75
crit_path_end_kind = "output pin"
cpPeakStageDelay_ns = 0.36

[placed_design]
dp.cells = 3783
dp_hpwl_um = 62900
port_buffers = 102
gp_congestion = 1.11
dp_slack_ns = -3.68

[global_routing]
grt_usage_pct = 25.1
antenna_found_initial = 2
grt_overflow_total = 0
first_global_vias = 19800
grt_max_degree = 66
grt_first_pass_wirelength_um = 117000

[die]
rows = 89
fp.dieH_um = 246
chipWidth_um = 246
die_area_um2 = 60600
io-pin-count = 103
core_util_floorplan_pct = 30.3
core_um2 = 58900

[routing]
routedWlPerCell_um = 20.0
dr.pass1.iters = 9
drtIter0Drc = 1783
ant_nets = 0
wl_um = 76800
post_drt_via_cell_ratio = 5.63
vias = 21600
drc = 0

[run_status]
status = "complete, but fails checks"
violations = "negative setup slack"

[job]
warnings = 102
drv_cap = 0
metrics by stage:
| stage | TNS, ns | utilization, % | area [um2] | hold WS (ns) |
|---|---|---|---|---|
| 2_1_floorplan | -25.24 | - | 18300 | 8.94 |
| 3_3_place_gp | -26.47 | 37.9 | 22300 | 10.07 |
| 3_5_place_dp | -27.63 | 37.9 | 22300 | 10.07 |
| 4_1_cts | -25.56 | 38.4 | 22600 | 9.99 |
| 5_1_grt | -30.54 | 39.4 | 23200 | 9.87 |
| 6_report | -23.19 | 39.4 | 23200 | 9.80 |
path summary, 6_finish.rpt:
| check | from | end | slack, ns |
|---|---|---|---|
| setup / recovery | operand1[0] | ALU_Out[7] | -3.23 |
| hold / removal | ALUop[4] | ALU_Out[1] | 9.80 |
area by class of cell:
cell class	instances	area, um2	share of cell area [%]
antenna	2	5.00	0.0215
inverter	151	584	2.52
multi-input combinational	2389	17500	75.3
sequential	1	15.0	0.0646
tap	773	967	4.16
timing repair buffer	515	4170	18.0
timing repair:
item / 4_1_cts / 5_1_grt
pin swaps: 43 / 68
setup buffers: 19 / 30
hold buffers: 0 / 0
setup endpoints to repair: 8 / 8
cloned: 0 / 0
gates resized: 42 / 92
endpoints found under the hold margin: 0 / 0
cell usage in the layout (no fill, tap or decap), drive strengths merged, types with 17 or more instances in the layout:
| cell | count |
|---|---|
| a221o | 21 |
| o21bai | 23 |
| or2 | 20 |
| o31ai | 19 |
| nor3 | 91 |
| nand4 | 21 |
| o21a | 17 |
| a211oi | 69 |
| mux2 | 22 |
| xor2 | 71 |
| and3 | 22 |
| inv | 147 |
| o211ai | 29 |
| nor2 | 263 |
| a21oi | 203 |
| nand2b | 34 |
| a21o | 34 |
| mux2i | 59 |
| a31oi | 38 |
| and2 | 34 |
| a221oi | 41 |
| nand2 | 278 |
| nor4 | 19 |
| xnor2 | 179 |
| nand3 | 72 |
| buf | 419 |
| or3 | 24 |
| o21ai | 210 |
| nor3b | 18 |
| ha | 156 |
| o2111ai | 17 |
| o22ai | 25 |
| clkdlybuf4s50 | 90 |
| xnor3 | 21 |
| nor2b | 45 |
layer usage:
| layer | routed length (um) | global-route usage, % |
|---|---|---|
| met5 | 0 | 0 |
| met4 | 4220 | 11.6 |
| met3 | 4880 | 2.25 |
| met2 | 33200 | 38.8 |
| met1 | 34500 | 35.4 |
cell usage after synthesis, types with 36 or more instances:
| library cell | count |
|---|---|
| nand2_1 | 278 |
| nor2_1 | 262 |
| o21ai_0 | 204 |
| a21oi_1 | 202 |
| ha_1 | 156 |
| xnor2_1 | 156 |
| inv_1 | 141 |
| clkbuf_1 | 131 |
| nor3_1 | 86 |
| nand3_1 | 72 |
| a211oi_1 | 67 |
| xor2_1 | 66 |
| mux2i_1 | 59 |
| nor2b_1 | 45 |
| a221oi_1 | 41 |
| a31oi_1 | 36 |
worst max-delay path, delay by kind of cell:
family                   cells  cell delay (ns)
AND/OR/NAND/NOR             31             2.95
AND-OR/OR-AND               23             3.49
XOR/XNOR                     3             0.46
multiplexers                 7             1.52
buffers and inverters       12             0.76
adder cells (fa/ha/maj)     28             7.18
cells by family (layout without fill, tap and decap cells):
| family | Yosys count | after routing | share of synthesized area [%] |
|---|---|---|---|
| and+or+nand+nor | 991 | 991 | 27.1 |
| xor gates and xnor gates | 272 | 272 | 17.0 |
| latches | 1 | 1 | 0.0840 |
| other | 1 | 3 | 0.0210 |
| muxes | 82 | 82 | 4.82 |
| buffers and inverters | 313 | 666 | 6.78 |
| adders and majority gates | 160 | 160 | 11.3 |
| AOI/OAI and AO/OA | 883 | 883 | 33.0 |
