==> /design/flow/design.v <==
module  Reg_ID_EX( Next_Instruct_IN, Operator1_IN, operator2_IN, 
						 Signal_Extended31_6_IN,Signal_Extended31_15_IN,
						 Function_ULA_IN, 
						 Next_Instruct_OUT, Operator1_OUT,operator2_OUT,  
						 Signal_Extended31_6_OUT, Signal_Extended31_15_OUT,
						 Function_ULA_OUT,
						 clock, clear, Write);
	input 	[31:0] Next_Instruct_IN, Operator1_IN, operator2_IN, 
						 Signal_Extended31_6_IN,Signal_Extended31_15_IN;
	output 	[31:0] Next_Instruct_OUT, Operator1_OUT,operator2_OUT,  
						 Signal_Extended31_6_OUT, Signal_Extended31_15_OUT;
	reg 		[31:0] Next_Instruct_OUT, Operator1_OUT,operator2_OUT,  
						 Signal_Extended31_6_OUT, Signal_Extended31_15_OUT;
	input 	[5:0]	 Function_ULA_IN;
	output  	[5:0]	 Function_ULA_OUT;
	reg 		[5:0]	 Function_ULA_OUT;
	input clock, clear, Write;
	initial
		begin
		Next_Instruct_OUT 			= 32'b0;
		Operator1_OUT 					= 32'b0;
		operator2_OUT 					= 32'b0;  
		Signal_Extended31_6_OUT 	= 32'b0;
		Signal_Extended31_15_OUT	= 32'b0;
		Function_ULA_OUT				= 5'b0;
		end
	always @ (posedge clock)
		begin
		if (clear)
			begin
				Next_Instruct_OUT 			= 32'b0;
				Operator1_OUT 					= 32'b0;
				operator2_OUT 					= 32'b0;  
				Signal_Extended31_6_OUT 	= 32'b0;
				Signal_Extended31_15_OUT	= 32'b0;
				Function_ULA_OUT				= 5'b0;
			end 
		if (Write ==1 && clear == 0)
			begin
				Next_Instruct_OUT 			= Next_Instruct_IN;
				Operator1_OUT 					= Operator1_IN;
				operator2_OUT 					= operator2_IN;  
				Signal_Extended31_6_OUT 	= Signal_Extended31_6_IN;
				Signal_Extended31_15_OUT	= Signal_Extended31_15_IN;
				Function_ULA_OUT				= Function_ULA_IN;
			end				
		end
endmodule
==> /design/flow/run.sh <==
#!/bin/bash
# OpenROAD 26Q1-2900-gdf79404cd8, Yosys 0.63+post, stock flow scripts
make -C /OpenROAD-flow-scripts/flow DESIGN_CONFIG=/design/flow/config.mk WORK_HOME=/design/flow/orfs finish
==> /design/flow/config.mk <==
export PLATFORM = sky130hd
export DESIGN_NAME = Reg_ID_EX
export DESIGN_NICKNAME = Reg_ID_EX
export VERILOG_FILES = /design/flow/design.v
export SDC_FILE = /design/flow/constraint.sdc
export NUM_CORES = 4
export LEC_CHECK = 1
export CORE_AREA = 10 10 207 207
export DIE_AREA = 0 0 217 217
==> /design/flow/constraint.sdc <==
current_design Reg_ID_EX

set clk_period 7.8
set clk_io_pct 0.2

create_clock -name clk0 -period $clk_period [get_ports {clock}]

set non_clock_inputs [all_inputs -no_clocks]
set_input_delay [expr $clk_period * $clk_io_pct] -clock clk0 $non_clock_inputs
set_output_delay [expr $clk_period * $clk_io_pct] -clock clk0 [all_outputs]
==> Changelog: implementation <==
### Changed

- Antenna diode count: 0
- Count of TritonRoute iterations in the first routing pass: 4
- Cell count listed in synth_stat.txt: between 300 and 400
- Synthesized registers: around 170
- CP top delay family: buffers and inverters
- Input/output buffers: around 330
- Initial Utilization: between 15 and 20%
- Total GRT Usage: slightly above 9%
- Slowest CP cell: sky130_fd_sc_hd__buf_4
- Hold Crit Depth: 2
- DR iter-0 viols: 206
- Worst-path cell chain: buf_4, or2_4, buf_4, buf_4
- Share of the synthesized area in the top cell type: 74.02%
- Synth cell types: 8
- Power density over the cells: between 200 and 250 nW/um2
- Number of top-level pins: around 340
- CTS tree: built
- Cts bufs inserted: 17
- Detail-routed net length per standard cell: roughly 18 um
- Antenna violations before repair: 9
- Worst Path Buf+Inv: 3
- Run status: finished clean
- Max frequency: between 200 and 300 MHz
- Count of buffers added by post-CTS timing repair for setup: 0
- Post-synthesis instance area: 6734 um2
- Setup violations, final: 0
- Register clock-pin slew on the reported worst setup and hold paths: approximately 0.070 ns
- Core ar.: around 39000 um2
- Critical path class: in -> reg
- Cell taking the most area after synthesis: sky130_fd_sc_hd__edfxtp_1
- Largest voltage drop on the vdd net: roughly 150 uV
- Total placed cells including tap cells: 1190
- Leak pwr: 4.530 nW
- Time the final worst path needs with I/O delays and setup: around 3.7 ns
- Die Size: between 40000 and 50000 um2
- Number of pins with negative max-slew slack in the final report: 0
- Chip area line of the yosys report: 6734 um2
- Global-route wire length before repair: roughly 32000 um
- Vias in the first global route: approximately 4700
- Number of vias per cell after detailed routing: roughly 3.7
- CP peak stage delay: ~0.65 ns
- Logic gate share of total power: a little over an eighth
- Antenna-violating nets left: 0
- Syn. warnings: 1
- GRT Residual Overflow: 0
- Category of the worst setup path launch point: primary input
- Clock root buffer: sky130_fd_sc_hd__clkbuf_16
- Unrepaired setup endpoints after global routing: false
- Cells after synthesis: 369
- Die width: between 200 and 250 um
- Net switching power figure: 0.0004505 W
- Core Rows: slightly above 70
- CTS resizes: 0
- Vertical die dimension: ~220 um
- Final wirelength: roughly 22000 um
- Cts-stage hold buffer count: 0
- Max-capacitance violation count: 0
- Path category of the worst min-delay check: in -> reg
- Sequential share of the synthesized area: 74.02%
- Via count of the routed design: ~4500
- Crit Path Max Fanout: ~75
- RePlAce Congestion: approximately 0.76
- Crit-path most repeated cell: sky130_fd_sc_hd__buf_4
- Number of warnings the tools reported: 25
- Final standard cell count with taps included and fillers excluded: 1219
- Area Overhead vs Synth: 64.66%
- Worst relative slew slack: 46.28%
- Sum Neg Setup Slack: 0 ns
- Pin slew with the least headroom to its limit: 0.8058 ns
- Mean instance size in the synthesized netlist: roughly 18 um2
- Largest net degree at the start of global routing: 94
- HPWL reported at the end of detailed placement: 16490 um
- Cell Int Power: ~0.0018 W
- Data required, critical path: about 7.9 ns
- Clock sink total: ~170
- Final Hold Vio Count: 0
- Kind of capture point of the worst setup path: flop
- Critical path depth: 4
- Data arrival, critical path: ~3.8 ns
- CTS max path bufs: 2
- Drt drc: 0
- Top cells, area: sky130_fd_sc_hd__edfxtp_1 74%, sky130_fd_sc_hd__and3b_1 19%, sky130_fd_sc_hd__and3b_2 3.1%
- Share of layout cells above drive strength 1: between 7 and 8%
- Sequential share of power: a little under half
- Final critical-path share of the clock period: 47.22%
- H-tree levels: 4
- Switching power as a share of total power: about 20%
- Final-layout worst hold slack: 1.803 ns
- Power share of the clock group: between 30 and 40%
-- cells in the final DEF (no fill, tap or decap), drive strengths merged --
cell type      Yosys  layout
clkdlybuf4s50      0     332
buf               33       7
edfxtp           166     166
clkinv             0       4
or2                1       1
clkbuf             3      19
bufinv             0       4
clkinvlp           0       2
and3b            166     166
-- stage by stage --
stage	utilization [%]	power, W	worst slack (ns)	instance area [um2]
after CTS	28.76	0.002300	4.123	11090
after floorplan	-	0.001145	3.557	6734
after global placement	27.23	0.001400	3.651	10500
after global routing	28.76	0.002356	3.936	11090
final	28.76	0.002249	4.117	11090
after detailed placement	27.23	0.001400	3.633	10500
-- flip-flops by register name, indices dropped and copies added, names as in the netlist --
name                      count
Operator1_OUT                32
Signal_Extended31_6_OUT      32
Function_ULA_OUT              6
operator2_OUT                32
Signal_Extended31_15_OUT     32
Next_Instruct_OUT            32
-- power by group through the flow --
stage / Sequential [W] / Clock, W / Combinational [W]
after CTS: 0.00108 / 0.000917 / 0.000301
after global routing: 0.00109 / 0.000952 / 0.000316
final: 0.00108 / 0.000877 / 0.000292
-- Yosys cell counts --
cell / n
sky130_fd_sc_hd__or2_2: 1
sky130_fd_sc_hd__buf_2: 18
sky130_fd_sc_hd__buf_4: 2
sky130_fd_sc_hd__buf_6: 13
sky130_fd_sc_hd__and3b_2: 21
sky130_fd_sc_hd__and3b_1: 145
sky130_fd_sc_hd__edfxtp_1: 166
sky130_fd_sc_hd__clkbuf_1: 3
-- cell families (layout without fill, tap and decap cells) --
family                 count (synthesis)  after routing  share of synthesized area (%)
buffers and inverters                 36            368                          3.902
AND/OR/NAND/NOR                      167            167                          22.07
flip-flops                           166            166                          74.02
-- final timing paths --
check | startpoint | endpoint | slack (ns)
hold / removal | Signal_Extended31_15_IN[7] | Signal_Extended31_15_OUT[7]$_SDFFCE_PN0P_ | 1.80
setup / recovery | Write | Operator1_OUT[13]$_SDFFCE_PN0P_ | 4.12
-- final cells by class --
cell class / count / area (um2)
fillers: 3953 / 27470
clock buffers: 19 / 432.9
repair buffers: 339 / 3376
well taps: 518 / 648.1
flip-flops and latches: 166 / 4985
clock inverters: 10 / 157.7
multi-input cells: 167 / 1489
-- layer usage --
layer  GRT usage (%)  vias up  part of all wire (%)
met4          0.9788       18                   1.2
li1                -     2070                     -
met1           11.39     2095                    39
met3           6.175       30                    15
met2           14.00      240                    45
met5               0        -                  0.48
Power and IR drop assume default switching activity.
