--- flow/run.sh ---
#!/bin/bash
# OpenROAD 26Q1-2900-gdf79404cd8, Yosys 0.63+post, stock flow scripts
make -C /OpenROAD-flow-scripts/flow DESIGN_CONFIG=/design/flow/config.mk WORK_HOME=/design/flow/orfs finish
--- flow/config.mk ---
export PLATFORM = sky130hd
export DESIGN_NAME = Reg_EX_MEM
export DESIGN_NICKNAME = Reg_EX_MEM
export VERILOG_FILES = /design/flow/design.v
export SDC_FILE = /design/flow/constraint.sdc
export NUM_CORES = 4
export LEC_CHECK = 1
export CORE_UTILIZATION = 30
--- flow/constraint.sdc ---
current_design Reg_EX_MEM

set clk_period 5.0
set clk_io_pct 0.2

create_clock -name clk0 -period $clk_period [get_ports {clock}]

set non_clock_inputs [all_inputs -no_clocks]
set_input_delay [expr $clk_period * $clk_io_pct] -clock clk0 $non_clock_inputs
set_output_delay [expr $clk_period * $clk_io_pct] -clock clk0 [all_outputs]
--- flow/design.v ---
module  Reg_EX_MEM( Next_Instruct_IN, operator2_IN, 
						 Result_ULA_Jump_IN,Result_ULA_Operator_IN,
						 Flag_ULA_IN, 
						 Next_Instruct_OUT, operator2_OUT, 
						 Result_ULA_Jump_OUT,Result_ULA_Operator_OUT,
						 Flag_ULA_OUT,
						 clock, clear, Write);
	input 	[31:0] Next_Instruct_IN, operator2_IN, 
						 Result_ULA_Jump_IN,Result_ULA_Operator_IN;
	output 	[31:0] Next_Instruct_OUT, operator2_OUT, 
						 Result_ULA_Jump_OUT,Result_ULA_Operator_OUT;
	reg 		[31:0] Next_Instruct_OUT, operator2_OUT, 
						 Result_ULA_Jump_OUT,Result_ULA_Operator_OUT;
	input 	Flag_ULA_IN;
	output  	Flag_ULA_OUT;
	reg 		Flag_ULA_OUT;
	input clock, clear, Write;
	initial
		begin		
		Next_Instruct_OUT			= 32'b0;
		operator2_OUT				= 32'b0;
		Result_ULA_Jump_OUT		= 32'b0;
		Result_ULA_Operator_OUT	= 32'b0;
		Flag_ULA_OUT				= 1'b0;
		end
	always @ (posedge clock)
		begin
		if (clear)
			begin
				Next_Instruct_OUT			= 32'b0;
				operator2_OUT				= 32'b0;
				Result_ULA_Jump_OUT		= 32'b0;
				Result_ULA_Operator_OUT	= 32'b0;
				Flag_ULA_OUT				= 1'b0;
			end 
		if (Write == 1 && clear == 0)
			begin				
				Next_Instruct_OUT			= Next_Instruct_IN;
				operator2_OUT				= operator2_IN;
				Result_ULA_Jump_OUT		= Result_ULA_Jump_IN;
				Result_ULA_Operator_OUT	= Result_ULA_Operator_IN;
				Flag_ULA_OUT				= Flag_ULA_IN;
			end				
		end
endmodule
==> reports/qor.txt <==
Unique cell types - 8
fmax - 395.0 MHz
period utilisation layout - 0.5063
Tightest Pin Transition - 0.7289 ns
worst path cell trace - buf_4 > or2_4 > buf_12
Synth area leaders - edfxtp_1 73%, and3b_1 21%, buf_8 2.8%, buf_6 2.3%, buf_12 0.38%
vias in the first global route - 3259
max_slew headroom - 0.5141
clk buf depth - 2
Total GRT Usage - 0.1346
worst min-delay path category - input port to register
core area - 17300 µm²
Crit-path slowest cell - or2_4
Design Area, Final - 8502 µm²
total instance count after detailed placement - 747
Max Cap Violations - 0
status - finished clean
grt ovf - 0
Req. time, crit path - 5.05 ns
max incr delay on CP - 0.70 ns
largest net degree at the start of global routing - 79
fin util - 0.4915
xor/xnor cell area share of the yosys netlist - 0
Total Routed Length - 12180 µm
Hold Path Cell Cnt - 2
post-CTS resize count - 0
ANT cells - 0
Synth Area in Adders - 0
initial antenna violation count - 0
setup_tns - 0 ns
DRC - 0
Ports - 261
Post-Syn Area - 5328 µm²
Synth-to-Final Area Change - 59.58%
CTS tree - built
Tool Warnings - 25
Registers, synthesis - 129
RSZ-0062 raised after global routing - false
Detail Route Antenna Nets - 0
Mapped Cells - 287
Setup-failing EPs final - 0
Mux area share - 0
CTS Sinks - 129
Area after DPL - 7926 µm²
clk slew on worst S/H paths - 0.05 ns
postcts setup bufs - 0
Tot Pwr - 2.851 mW
CP endpoint kind - register
PortBufs - 260
H-Tree Depth - 4
CP max FO - 78
DR WL met2 - 5706 µm
TritonRoute pass-1 iters - 4
YS warnings - 1
WL/cell - 15.65 µm
first-pass GRT wire length - 17860 µm
drt first-iter violations - 120
peak supply drop - 0.2140 mV
Tmin final - 2.531 ns
Dominant combinational family - simple AND/OR/NAND/NOR gates
vias per cell - 4.307
share of cells above drive strength 1 - 0.05787
placer's final routability congestion estimate - 0.7840
Post-Route M1 WL - 4896 µm
P_leak - 3.585 nW
Worst Setup Start Kind - input port
aoi share - 0
yosys cell count - 287
pwr/cell area - 335.3 nW/µm²
die extent in x - 135.3 µm
kind of critical path - input port to register
syn avg cell area - 18.56 µm²
total number of vias - 3351
HPWL after detailed placement - 8366 µm
num rows - 48
Post-synth seq share - 0.7271
Slew Viols, Final - 0
Critical Path AT - 2.58 ns
Simple-Gate Area Share - 0.2132
YS chip area - 5328 µm²
Final Non-Filler Cells - 778
hold buffers post-CTS - 0
root buffer cell - clkbuf_16
Yosys top cell by area - edfxtp_1
FP Core Util - 0.3080
top sig layer - met4
chip area - 18300 µm²
WL met3 - 1320 µm
die height - 135.3 µm
share of the synthesized area in the top cell type - 0.7271
final hold vios - 0
CTS Buf Count - 17
flip-flops by register name, indices dropped and copies added (netlist names):
signal,count
Flag_ULA_OUT,1
Result_ULA_Operator_OUT,32
operator2_OUT,32
Next_Instruct_OUT,32
Result_ULA_Jump_OUT,32
placed cells by master (no fill, tap or decap):
cell type	synthesis	layout
and3b_1	129	129
clkinv_1	0	3
clkdlybuf4s50_1	0	258
bufinv_16	0	3
clkinv_2	0	2
buf_4	0	4
buf_12	1	1
clkinvlp_4	0	3
clkbuf_1	5	2
edfxtp_1	129	129
clkbuf_16	0	17
or2_4	0	1
clkinv_4	0	1
metal layers:
layer  track usage  vias up
met2        0.1994      168
met3       0.05766       15
met1        0.1948     1549
met5             0        -
met4       0.02747        0
li1              -     1619
kinds of logic after synthesis:
logic type             Yosys count
and+or+nand+nor                130
DFF                            129
buffers and inverters           28
cell type report:
class,instances,area (µm²)
well taps,225,281.5
flip-flops and latches,129,3874
clock inverters,12,142.6
clock buffers,19,432.9
multi-input cells,130,1139
fillers,1470,8795
repair buffers,263,2633
cells in the mapped netlist:
master and count:
clkbuf_1 5, or2_1 1, buf_8 10, edfxtp_1 129, buf_12 1, and3b_1 129
buf_2 1, buf_6 11
worst max-delay path: cells and delay by family:
family | cells | cell delay [ns]
buf+inv | 2 | 0.77
simple gates | 1 | 0.70
final timing paths:
| path | start | to | slack (ns) |
|---|---|---|---|
| worst max-delay path | Write | Result_ULA_Operator_OUT[1]$_SDFFCE_PN0P_ | 2.47 |
| worst min-delay path | clear | Flag_ULA_OUT$_SDFFCE_PN0P_ | 1.19 |
per-stage QoR:
| step | hold WS, ns | setup slack [ns] |
|---|---|---|
| floorplan | 1.233 | 0.4157 |
| global placement | 1.614 | 2.098 |
| detailed placement | 1.630 | 2.032 |
| CTS | 1.193 | 2.481 |
| global route | 1.223 | 2.316 |
| finish | 1.192 | 2.469 |
power breakdown:
group | total, mW | switching [mW] | internal (mW)
registers | 1.31 | 0.0229 | 1.29
clock network | 1.21 | 0.433 | 0.773
logic | 0.336 | 0.0819 | 0.254
No activity file was given, so power comes from the tool's default toggle rates.
